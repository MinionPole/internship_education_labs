==> design/flow/design.v <==
module traffic_lights_top #(
  parameter BLINK_HALF_PERIOD_MS  = 4,
  parameter BLINK_GREEN_TIME_TICK = 8,
  parameter RED_YELLOW_MS         = 10
)(
  input                       clk_150mhz,
  input                       srst_i,
  input [2:0]                 cmd_type_i,
  input                       cmd_valid_i,
  input [15:0]                cmd_data_i,
  output logic                red_o,
  output logic                yellow_o,
  output logic                green_o
);
  logic                       srst_reg;
  logic [2:0]                 cmd_type_i_reg;
  logic                       cmd_valid_i_reg;
  logic [15:0]                cmd_data_i_reg;
  logic                 red_o_reg;
  logic                 yellow_o_reg;
  logic                 green_o_reg;
  always_ff @( posedge clk_150mhz )
  begin
    srst_reg        <= srst_i;
    cmd_type_i_reg  <= cmd_type_i;
    cmd_valid_i_reg <= cmd_valid_i;
    cmd_data_i_reg  <= cmd_data_i;
    red_o           <= red_o_reg;
    yellow_o        <= yellow_o_reg;
    green_o         <= green_o_reg;
  end
  traffic_lights#(
    .BLINK_HALF_PERIOD_MS      ( BLINK_HALF_PERIOD_MS ),
    .BLINK_GREEN_TIME_TICK     ( BLINK_GREEN_TIME_TICK),
    .RED_YELLOW_MS             ( RED_YELLOW_MS        )
  ) traffic_lights_inst (
    .clk_i                     (clk_150mhz            ),
    .srst_i                    (srst_reg              ),
    .cmd_type_i                (cmd_type_i_reg        ),
    .cmd_valid_i               (cmd_valid_i_reg       ),
    .cmd_data_i                (cmd_data_i_reg        ),
    .red_o                     (red_o_reg             ),
    .yellow_o                  (yellow_o_reg          ),
    .green_o                   (green_o_reg           )
  );
endmodule
module traffic_lights #(
  parameter BLINK_HALF_PERIOD_MS  = 4,
  parameter BLINK_GREEN_TIME_TICK = 8,
  parameter RED_YELLOW_MS         = 10
)(
  input                       clk_i,
  input                       srst_i,
  input [2:0]                 cmd_type_i,
  input                       cmd_valid_i,
  input [15:0]                cmd_data_i,
  output logic                red_o,
  output logic                yellow_o,
  output logic                green_o
);
  enum logic [2:0] { OFF_S,
                     RED_S,
                     RED_YELLOW_S,
                     GREEN_S,
                     GREEN_BLINK_S,
                     YELLOW_S,
                     YELLOW_BLINK_S } state, next_state;
  localparam logic[31:0] CLK_KHZ = 2;
  localparam logic[15:0] GREEN_BLINK_TIME_MS = BLINK_HALF_PERIOD_MS * (2 * BLINK_GREEN_TIME_TICK);
  localparam             BLINK_CNT_W = $clog2(CLK_KHZ * BLINK_HALF_PERIOD_MS * 2);
  localparam             CNT_W = $clog2(CLK_KHZ) + 16;
  logic[15:0]          red_time_ms, yellow_time_ms, green_time_ms;
  logic[47:0]          red_time_clk, yellow_time_clk, green_time_clk, red_yellow_time_clk, blink_state_clk, green_blink_time_clk;
  logic[CNT_W:0]       state_cnt;
  logic[BLINK_CNT_W:0] blink_state_cnt;
  assign red_time_clk         = CLK_KHZ * red_time_ms - 1;
  assign yellow_time_clk      = CLK_KHZ * yellow_time_ms - 1;
  assign green_time_clk       = CLK_KHZ * green_time_ms - 1;
  assign red_yellow_time_clk  = CLK_KHZ * RED_YELLOW_MS - 1;
  assign blink_state_clk      = CLK_KHZ * BLINK_HALF_PERIOD_MS * 2 - 1; 
  assign green_blink_time_clk = CLK_KHZ * GREEN_BLINK_TIME_MS - 1;   
  always_ff @( posedge clk_i )
    begin
      if(srst_i)
        red_time_ms <= 2;
      else
        if(state == YELLOW_BLINK_S && cmd_valid_i && cmd_type_i == 3'b100)
          red_time_ms <= cmd_data_i;
    end
  always_ff @( posedge clk_i )
    begin
      if(srst_i)
        yellow_time_ms <= 30;
      else
        if(state == YELLOW_BLINK_S && cmd_valid_i && cmd_type_i == 3'b101)
          yellow_time_ms <= cmd_data_i;
    end
  always_ff @( posedge clk_i )
    begin
      if(srst_i)
        green_time_ms <= 50;
      else
        if(state == YELLOW_BLINK_S && cmd_valid_i && cmd_type_i == 3'b011)
          green_time_ms <= cmd_data_i;
    end
  logic end_green, end_red, end_red_yellow, end_yellow, end_green_blink, end_blink;
  always_ff @( posedge clk_i )
    if( srst_i )
      end_red <= 0;
    else
      end_red  <= ( state_cnt == (red_time_clk - 1));
  always_ff @( posedge clk_i )
    if( srst_i )
      end_red_yellow <= 0;
    else
      end_red_yellow  <= ( state_cnt == (red_yellow_time_clk - 1));
  always_ff @( posedge clk_i )
    if( srst_i )
      end_green <= 0;
    else
      end_green  <= ( state_cnt == (green_time_clk - 1));
  always_ff @( posedge clk_i )
    if( srst_i )
      end_yellow <= 0;
    else
      end_yellow  <= ( state_cnt == (yellow_time_clk - 1));
  always_ff @( posedge clk_i )
    if( srst_i )
      end_green_blink <= 0;
    else
      end_green_blink  <= ( state_cnt == (green_blink_time_clk - 1));
  always_ff @( posedge clk_i )
    if( srst_i )
      end_blink <= 0;
    else
      end_blink  <= ( blink_state_cnt == (blink_state_clk - 1));
  always_ff @( posedge clk_i )
    begin
      if( srst_i )
        state_cnt <= 0;
      else
        case(state)
          RED_S:             state_cnt <= ( end_red )         ? '0 : state_cnt + 1'b1;
          GREEN_S:           state_cnt <= ( end_green )       ? '0 : state_cnt + 1'b1;
          YELLOW_S:          state_cnt <= ( end_yellow )      ? '0 : state_cnt + 1'b1;
          RED_YELLOW_S:      state_cnt <= ( end_red_yellow )  ? '0 : state_cnt + 1'b1;
          OFF_S:             state_cnt <= 0;
          YELLOW_BLINK_S:    state_cnt <= 0;
          GREEN_BLINK_S:     state_cnt <= ( end_green_blink ) ? '0 : state_cnt + 1'b1;
        endcase
    end
  always_ff @( posedge clk_i )
    begin
      if( srst_i )
        blink_state_cnt <= 0;
      else
        begin
          case(state)
            RED_S:          blink_state_cnt <= 0;
            GREEN_S:        blink_state_cnt <= 0;
            YELLOW_S:       blink_state_cnt <= 0;
            RED_YELLOW_S:   blink_state_cnt <= 0;
            OFF_S:          blink_state_cnt <= 0;
            YELLOW_BLINK_S: blink_state_cnt <= ( end_blink ) ? '0 : blink_state_cnt + 1'b1;
            GREEN_BLINK_S:
              begin
                if(cmd_valid_i && cmd_type_i == 3'b010 )
                  blink_state_cnt <= 0;
                else
                  blink_state_cnt <= ( end_blink ) ? '0 : blink_state_cnt + 1'b1;
              end
          endcase
        end
    end
  always_ff @( posedge clk_i )
    if( srst_i )
      state <= RED_S;
    else
      state <= next_state;
  always_comb
    begin
      next_state = state;
      case( state )
        OFF_S:
          begin
            if(cmd_valid_i && cmd_type_i == 3'b000)
              next_state = RED_S;
          end
        RED_S:
          begin
            if(end_red)
              next_state = RED_YELLOW_S;
          end
        RED_YELLOW_S:
          begin
            if(end_red_yellow)
              next_state = GREEN_S;
          end
        GREEN_S:
          begin
            if(end_green)
              if(BLINK_GREEN_TIME_TICK != 0)
                next_state = GREEN_BLINK_S;
              else
                next_state = YELLOW_S;
          end
        GREEN_BLINK_S:
          begin
            if(end_green_blink)
              next_state = YELLOW_S;
          end
        YELLOW_S:
          begin
            if(end_yellow)
              next_state = RED_S;
          end
        YELLOW_BLINK_S:
          begin
            if(cmd_valid_i && cmd_type_i == 3'b000)
              next_state = RED_S;
          end
        default:
          begin
            next_state = OFF_S;
          end
      endcase
      if(cmd_valid_i && cmd_type_i == 3'b001)
        next_state = OFF_S;
      if(state != OFF_S && cmd_valid_i && cmd_type_i == 3'b010)
        next_state = YELLOW_BLINK_S;
    end
  always_comb
    begin
      green_o  = 0;
      case( state )
        GREEN_S:
          green_o  = 1;
        GREEN_BLINK_S:
          if(2 * blink_state_cnt >= blink_state_clk)
            green_o  = 1;
        default:
          green_o  = 0;
      endcase
    end
  always_comb
    begin
      yellow_o = 0;
      case( state )
        RED_YELLOW_S:
          yellow_o = 1;
        YELLOW_S:
          yellow_o = 1;
        YELLOW_BLINK_S:
          if(2 * blink_state_cnt >= blink_state_clk)
            yellow_o = 1;
        default:
          yellow_o = 0;
      endcase
    end
  always_comb
    begin
      red_o  = 0;
      case( state )
        RED_S:
          red_o = 1;
        RED_YELLOW_S:
          red_o = 1;
        default:
          red_o = 0;
      endcase
    end
endmodule
==> design/flow/run.sh <==
#!/bin/bash
# OpenROAD 26Q1-2900-gdf79404cd8, Yosys 0.63+post, stock flow scripts
make -C /OpenROAD-flow-scripts/flow DESIGN_CONFIG=/design/flow/config.mk WORK_HOME=/design/flow/orfs finish
==> design/flow/config.mk <==
export PLATFORM = sky130hd
export DESIGN_NAME = traffic_lights_top
export DESIGN_NICKNAME = traffic_lights_top
export VERILOG_FILES = /design/flow/design.v
export SDC_FILE = /design/flow/constraint.sdc
export NUM_CORES = 4
export LEC_CHECK = 1
export CORE_UTILIZATION = 40
==> design/flow/constraint.sdc <==
current_design traffic_lights_top

set clk_period 4.1
set clk_io_pct 0.2

create_clock -name clk0 -period $clk_period [get_ports {clk_150mhz}]

set non_clock_inputs [all_inputs -no_clocks]
set_input_delay [expr $clk_period * $clk_io_pct] -clock clk0 $non_clock_inputs
set_output_delay [expr $clk_period * $clk_io_pct] -clock clk0 [all_outputs]
==> impl_metrics.json <==
{
  "grt_pass1_vias": 5065,
  "status": "complete, no violations",
  "postSynthAreaPerCell_um2": 8.10,
  "yosysUniqueCellTypes": 69,
  "max_flop_register": "traffic_lights_inst.state_cnt",
  "p_leak_nw": 2.54,
  "whs_ps": 463,
  "path_max_fanout": 11,
  "fin_crit_ps": 3080,
  "avgViaCountPerCell": 5.60,
  "grt_overflow": 0,
  "finalClockPeriodUsage_pct": 75.0,
  "clkTransAtPathRegs_ps": 80,
  "ys_area_um2": 6610,
  "cts_sinks": 104,
  "tns_ps": 0,
  "grt_usage_pct": 20.9,
  "cts_tree": "done",
  "grt_pass1_wl_um": 27200,
  "flop_area_um2": 2080,
  "drt_pre_antenna_iters": 5,
  "htree_levels": 3,
  "avgRoutedWirePerCell_um": 16.7,
  "mi_logic_area_um2": 4170,
  "finalHoldViolCount": 0,
  "drtAntennaViolNets": 0,
  "worstPathCellList": "inv_1 > ha_1 > nor3b_1 > and2_0 > or4_1 > a211oi_1 > or4b_1 > a211oi_1",
  "worst_pin_slew_ps": 950,
  "die_w_um": 131,
  "die_h_um": 131,
  "crit_cells": 8,
  "cp.arrival_ps": 3360,
  "crit_buf_inv": 1,
  "fp_util_pct": 41.3,
  "die-area_um2": 17000,
  "slowest_stage": "dfxtp_1",
  "drt-initial-drc-count": 541,
  "postCtsResizedCells": 0,
  "rsz0062_at_grt": "false",
  "drv_slew": 0,
  "finClkSkew_ps": 10.8,
  "reg2regPathDepth": 8,
  "ys_warn_count": 2,
  "critPathLaunchType": "register",
  "cts_made_buffers": 9,
  "dp_cells": 992,
  "ys_ff": 104,
  "yosys-stat-cells": 816,
  "cts_max_path_buffers": 2,
  "async_flop_share_pct": 0,
  "postCtsSetupBuffers": 0,
  "rr_startpoint": "traffic_lights_inst.yellow_time_ms[0]$_SDFFE_PP0P_",
  "final_cells": 1008,
  "hold_class": "register to register",
  "max_freq_ghz": 0.325,
  "insertion_delay_ps": 360,
  "syn2layout_area_growth_pct": 8.84,
  "slew_headroom_pct": 36.1,
  "cp_top_family": "simple AND/OR/NAND/NOR gates",
  "cpMostUsedCell": "a211oi_1",
  "top_cells_by_area": "dfxtp_1 31%, xnor2_1 8.6%, nor2_1 5.2%, mux2i_1 4.5%, nand2_1 4.0%",
  "critical_path_class": "register to register",
  "most_common_cell": "dfxtp_1",
  "ys.flop_type": "dfxtp_1",
  "worst_ep_required_time_ps": 4380,
  "peakVddDrop_mv": 0.258,
  "end_kind": "register",
  "crit_end": "traffic_lights_inst.end_yellow$_SDFF_PP0_",
  "wl_um": 16800,
  "synth_area_um2": 6610,
  "drc_errors": 0,
  "grt_max_degree": 58,
  "fp.coreArea_um2": 16000,
  "drive_gt1_share_pct": 5.56,
  "edf_count": 0,
  "dpl.hpwl_um": 12200,
  "worstReg2RegEnd": "traffic_lights_inst.end_yellow$_SDFF_PP0_",
  "final.fill_count": 1565,
  "largest_area_cell": "dfxtp_1",
  "rows": 46,
  "num_vias": 5646,
  "crit_start": "traffic_lights_inst.yellow_time_ms[0]$_SDFFE_PP0P_",
  "largest_register_ffs": 18,
  "routabilityCongestion": 0.948,
  "io_pins": 25,
  "antenna_found_initial": 0,
  "max_stage_delay_ps": 550,
  "max_cap_violations": 0,
  "portBuffers": 24,
  "warnings": 33,
  "clockRootBuffer": "clkbuf_16",
  "synthCells": 816,
  "hold_buffers": 0,
  "antennaDiodeCount": 0,
  "ys_seq_share_pct": 31.5,
  "power.density_nw_per_um2": 339,
  "setup_violations": 0,
  "rrSetupSlack_ps": 1020,
  "ys_top_cells_by_count": "104 x dfxtp_1, 91 x nor2_1, 71 x nand2_1",
  "top_area_share_pct": 31.5
}
## cell usage in the layout (no fill, tap or decap), types with 13 or more instances in the layout
master	n
a21oi_1	33
clkdlybuf4s50_1	24
dfxtp_1	103
ha_1	13
inv_1	21
mux2i_1	30
nand2_1	71
nand3_1	21
nand4_1	19
nor2_1	91
nor2b_1	13
nor3_1	25
nor4_1	18
o21ai_0	20
xnor2_1	65
xor2_1	30
## area by class of cell
class / count / area share [%]
multi-input cells: 621 / 57.9
flip-flops and latches: 104 / 28.9
repair buffers: 30 / 3.96
well taps: 216 / 3.76
clock buffers: 9 / 3.13
clock inverters: 7 / 1.23
inverters: 21 / 1.10
## metal layers
layer / up-vias / GRT usage (%) / wire (um) / share of wire, %
met3: 17 / 3.03 / 749 / 4.5
met2: 144 / 33.0 / 7510 / 45
li1: 2844 / - / - / -
met5: - / 0 / 0 / 0
met1: 2641 / 31.7 / 8270 / 49
met4: 0 / 2.91 / 263 / 1.6
## worst min-delay path by stage
stage         slack (ps)  cells past startpoint                                        to                                                start
global route         480                      1  traffic_lights_inst.end_blink$_SDFF_PP0_  traffic_lights_inst.blink_state_cnt[4]$_SDFFE_PP0P_
CTS                  470                      1  traffic_lights_inst.end_blink$_SDFF_PP0_  traffic_lights_inst.blink_state_cnt[4]$_SDFFE_PP0P_
finish               460                      1  traffic_lights_inst.end_blink$_SDFF_PP0_  traffic_lights_inst.blink_state_cnt[4]$_SDFFE_PP0P_
## power breakdown
| group | switching [W] | internal (W) | leakage [nW] | total (W) |
|---|---|---|---|---|
| clock network | 0.000458 | 0.000443 | 0.153 | 0.000902 |
| logic | 0.000185 | 0.000193 | 1.54 | 0.000378 |
| registers | 0.000100 | 0.00106 | 0.847 | 0.00116 |
| total | 0.000744 | 0.00169 | 2.54 | 0.00244 |
## per-stage QoR
stage          total power [W]  utilization [%]  setup slack, ps  area (um2)
2_1_floorplan          0.00142                -             1100        6610
3_3_place_gp           0.00155             43.0             1110        6880
3_5_place_dp           0.00155             43.0             1080        6880
4_1_cts                0.00246             45.0             1030        7200
5_1_grt                0.00255             45.0              721        7200
6_report               0.00244             45.0             1020        7200
## logic make-up after synthesis
kind of cell	Yosys count	share of synthesized area, %
AOI/OAI and AO/OA	125	13.1
adders and majority gates	13	2.46
DFF	104	31.5
muxes	30	4.54
xor gates and xnor gates	98	13.5
buffers and inverters	91	5.71
and+or+nand+nor	355	29.2
Power is estimated from default activity; no workload was simulated.
