--- /design/flow/config.mk ---
export PLATFORM = sky130hd
export DESIGN_NAME = fifo_top
export DESIGN_NICKNAME = fifo_top
export VERILOG_FILES = /design/flow/design.v
export SDC_FILE = /design/flow/constraint.sdc
export NUM_CORES = 4
export LEC_CHECK = 1
export CORE_UTILIZATION = 40
--- /design/flow/design.v ---
module fifo_top #(
  parameter DWIDTH             = 4,
  parameter AWIDTH             = 8,
  parameter SHOWAHEAD          = 1,
  parameter ALMOST_FULL_VALUE  = 6,
  parameter ALMOST_EMPTY_VALUE = 2,
  parameter REGISTER_OUTPUT    = 0
)(
  input               clk_150mhz,
  input               srst_i,
  input [DWIDTH-1:0]  data_i,
  input               wrreq_i,
  input               rdreq_i,
  output logic [DWIDTH-1:0] q_o,
  output logic              empty_o,
  output logic              full_o,
  output logic [AWIDTH:0]   usedw_o,
  output logic              almost_full_o,
  output logic              almost_empty_o
);
  logic               srst_i_reg;
  logic [DWIDTH-1:0]  data_i_reg;
  logic               wrreq_i_reg;
  logic               rdreq_i_reg;
  logic [DWIDTH-1:0] q_o_reg;
  logic              empty_o_reg;
  logic              full_o_reg;
  logic [AWIDTH:0]   usedw_o_reg;
  logic              almost_full_o_reg;
  logic              almost_empty_o_reg;
  always_ff @(posedge clk_150mhz)
    begin
      srst_i_reg  <= srst_i;
      data_i_reg  <= data_i;
      wrreq_i_reg <= wrreq_i;
      rdreq_i_reg <= rdreq_i;
      q_o            <= q_o_reg;
      empty_o        <= empty_o_reg;
      full_o         <= full_o_reg;
      usedw_o        <= usedw_o_reg;
      almost_full_o  <= almost_full_o_reg;
      almost_empty_o <= almost_empty_o_reg;
    end
  fifo#(
    .DWIDTH             ( DWIDTH               ),
    .AWIDTH             ( AWIDTH               ),
    .SHOWAHEAD          ( SHOWAHEAD            ),
    .ALMOST_FULL_VALUE  ( ALMOST_FULL_VALUE    ),
    .ALMOST_EMPTY_VALUE ( ALMOST_EMPTY_VALUE   ),
    .REGISTER_OUTPUT    ( REGISTER_OUTPUT      )
  ) fifo_dut (
    .clk_i              (clk_150mhz            ),
    .srst_i             (srst_i_reg            ),
    .data_i             (data_i_reg            ),
    .wrreq_i            (wrreq_i_reg           ),
    .rdreq_i            (rdreq_i_reg           ),
    .q_o                (q_o_reg               ),
    .empty_o            (empty_o_reg           ),
    .full_o             (full_o_reg            ),
    .usedw_o            (usedw_o_reg           ),
    .almost_full_o      (almost_full_o_reg     ),
    .almost_empty_o     (almost_empty_o_reg    )
  );
endmodule
module fifo #(
  parameter DWIDTH             = 4,
  parameter AWIDTH             = 7,
  parameter SHOWAHEAD          = 1,
  parameter ALMOST_FULL_VALUE  = 6,
  parameter ALMOST_EMPTY_VALUE = 2,
  parameter REGISTER_OUTPUT    = 0
)(
  input                     clk_i,
  input                     srst_i,
  input [DWIDTH-1:0]        data_i,
  input                     wrreq_i,
  input                     rdreq_i,
  output logic [DWIDTH-1:0] q_o,
  output logic              empty_o,
  output logic              full_o,
  output logic [AWIDTH:0]   usedw_o,
  output logic              almost_full_o,
  output logic              almost_empty_o
);
  logic [(AWIDTH):0] read_ind;
  logic [(AWIDTH):0] write_ind;
  logic [AWIDTH:0]                    size;
  logic [DWIDTH-1:0] q_o2;
  logic[(AWIDTH):0] read_ind_memory;
  logic writen_to_empty;
  logic  read_allow;
  assign read_allow      = (rdreq_i || (writen_to_empty));
  memory #(
  .DWIDTH ( DWIDTH ),
  .AWIDTH ( AWIDTH + 1 )
  ) memory_block (
    .clk_i            (clk_i),
    .data_write_i     (data_i),
    .data_write_ind_i (write_ind),
    .wrreq_i          (wrreq_i),
    .data_read_ind_i  (read_ind_memory),
    .rdreq_i          (read_allow),
    .readen_out       (q_o2)
  );
  assign usedw_o = size;
  always_ff @(posedge clk_i)
    begin
      if(srst_i)
        begin
          almost_full_o <= '0;
        end
      else
        begin
          if(rdreq_i && !wrreq_i)
            almost_full_o <= (size - 1 >= ALMOST_FULL_VALUE);
          else
            if(!rdreq_i && wrreq_i)
              almost_full_o <= (size + 1 >= ALMOST_FULL_VALUE);
        end
    end
  always_ff @(posedge clk_i)
    begin
      if(srst_i)
        begin
          almost_empty_o <= '1;
        end
      else
        begin
          if(rdreq_i && !wrreq_i)
            almost_empty_o <= (size - 1 < ALMOST_EMPTY_VALUE);
          else
            if(!rdreq_i && wrreq_i)
              almost_empty_o <= (size + 1 < ALMOST_EMPTY_VALUE);
        end
    end
  always_ff @(posedge clk_i)
    begin
      if(srst_i)
        begin
          read_ind <= '0;
        end
      else
        begin
          if(rdreq_i)
            if(read_ind != (1 << AWIDTH))
              read_ind <= read_ind + 1'b1;
            else
              read_ind <= '0;
        end
    end
  always_ff @(posedge clk_i)
    begin
      if(srst_i)
        begin
          write_ind <= '0;
        end
      else
        begin
          if(wrreq_i)
            if(write_ind != (1 << AWIDTH))
              write_ind <= write_ind + 1'b1;
            else
              write_ind <= '0;
        end
    end
  always_ff @(posedge clk_i)
    begin
      if(srst_i)
        size <= 0;
      else
        begin
          if(!rdreq_i && wrreq_i)
            size <= size + 1;
          else
            if(rdreq_i && !wrreq_i)
              size <= size - 1;
        end
    end
  always_comb
    begin
      if(!rdreq_i)
        read_ind_memory = (read_ind);
      else
        if(read_ind != (1 << AWIDTH))
          read_ind_memory = read_ind + 1'b1;
        else
          read_ind_memory = '0;
    end
  always_comb
    begin
      if(!((read_ind == write_ind || writen_to_empty)))
        q_o = q_o2;
      else
        q_o = '0;
    end
  always_ff @(posedge clk_i)
    begin
      if(srst_i)
        begin
          full_o <= '0;
        end
      else
        begin
          if(size + 1 == (1 << AWIDTH) && wrreq_i && !rdreq_i)
            full_o <= 1'b1;
          else
            if(full_o && rdreq_i)
              full_o <= 1'b0;
        end
    end
  always_ff @(posedge clk_i)
    begin
      if(srst_i)
        begin
          writen_to_empty <= 0;
        end
      else
        begin
          writen_to_empty <= 0;
          if(size == 0)
            begin
              if(wrreq_i)
                writen_to_empty <= 1;
            end
          else
            if(size == 1)
              if(wrreq_i && rdreq_i)
                writen_to_empty <= 1;     
        end
    end
  always_ff @(posedge clk_i)
    begin
      if(srst_i)
        empty_o <= 1;
      else
        begin
          if(size == 0 && !wrreq_i && !rdreq_i)
            empty_o <= 1;
          else
            if(size == 0 && wrreq_i)
              empty_o <= 1;
            else
              if(size == 1 && rdreq_i)
                empty_o <= 1; 
              else
                empty_o <= 0; 
         end
    end
endmodule
module memory #(
  parameter DWIDTH             = 4,
  parameter AWIDTH             = 8
)(
  input                     clk_i,
  input [DWIDTH-1:0]        data_write_i,
  input [AWIDTH-1:0]  data_write_ind_i,
  input                     wrreq_i,
  input [AWIDTH-1:0]  data_read_ind_i,
  input                     rdreq_i,
  output logic [DWIDTH-1:0] readen_out
);
  logic[DWIDTH - 1:0] data[(1 << AWIDTH) - 1:0];
  always_ff @(posedge clk_i)
    begin
      if(wrreq_i)
        begin
          data[data_write_ind_i] <= data_write_i;
        end
    end
  always_ff @(posedge clk_i)
    begin
      if(rdreq_i)
        begin
          readen_out <= data[data_read_ind_i];
        end
    end
endmodule
--- /design/flow/run.sh ---
#!/bin/bash
# OpenROAD 26Q1-2900-gdf79404cd8, Yosys 0.63+post, stock flow scripts
make -C /OpenROAD-flow-scripts/flow DESIGN_CONFIG=/design/flow/config.mk WORK_HOME=/design/flow/orfs finish
--- /design/flow/constraint.sdc ---
current_design fifo_top

set clk_period 55.8
set clk_io_pct 0.2

create_clock -name clk0 -period $clk_period [get_ports {clk_150mhz}]

set non_clock_inputs [all_inputs -no_clocks]
set_input_delay [expr $clk_period * $clk_io_pct] -clock clk0 $non_clock_inputs
set_output_delay [expr $clk_period * $clk_io_pct] -clock clk0 [all_outputs]
==> CHANGELOG.md <==
## Flow update

- Status: finished, final reports clean
- Gr ovfl total: 0
- Synth flops: 2,108
- Max Slew Vio Count: 0
- Fin crit share: 22.91%
- Synth area leaders: edfxtp_1, mux2i_1, nand2_1, nor2_1, o22ai_1
- Met2 WL: 104.4 mm
- Met3 WL: 33.76 mm
- Bufs and invs on worst path: 1
- Yosys warns: 3
- Maximum vdd ir drop: 0.03211 mV
- Layout cells sized above 1: 8.406%
- MaxCap Viol Count: 0
- Die ar.: 211,500 µm²
- Max-slew headroom: 22.87%
- Worst reg2reg endpoint: fifo_dut.memory_block.readen_out[1]
- Tmin final: 12,780 ps
- Fin Setup TNS: 0 ps
- Synth-to-Final Area Change: 12.07%
- First-pass GRT wire length: 333.3 mm
- Largest net degree at the start of global routing: 126
- Leakage: 0.03107 µW
- H-tree depth: 4
- CP max-delay cell: clkdlybuf4s50_1
- Worst setup SP type: flop
- Hold Vio Cnt, Final: 0
- Routed vias/inst: 5.546
- Top reg by flops: fifo_dut.memory_block.data
- Maximum root-to-sink buffer count: 3
- RSZ-0062 raised after global routing: false
- Initial core utilization: 40.38%
- DR DRC count: 0
- TritonCTS buffer count: 212
- Core area: 207,700 µm²
- CP top delay family: buffers and inverters
- Post-CTS Hold Fix Bufs: 0
- CTS tree: done
- Top Ports: 25
- CP Capture Point: q_o[0]
- FF-to-FF Start: fifo_dut.read_ind[1]
- Routed Antenna Nets: 0
- DR vias: 48,585
- Worst path depth: 1
- Syn avg cell area: 14.52 µm²
- Critical Path Start: q_o[0]
- Post-synth top area share: 73.47%
- Crit Path Max Fanout: 1
- Skew final: 46.27 ps
- Post-synthesis sequential area ratio: 74.81%
- Hold Startpoint: fifo_dut.empty_o
- Mapped Cells: 5,776
- Post-DR wirelength/cell: 25.91 µm
- Fill cells: 17,803
- Ys cells: 5,776
- Root Driver: clkbuf_16
- Total Wirelength: 227.0 mm
- Initial antenna violation count: 4
- Wl on met1: 82.02 mm
- Yosys stat chip area: 83,870 µm²
- Final Cell Area: 93,990 µm²
- All-Layer GR Usage: 23.41%
- FF-to-FF path depth: 17
- Arr. time, crit path: 1620 ps
- WP data required: 44,640 ps
- Routability cong.: 0.8941
- Inserted Diodes: 0
- Distinct lib cells: 67
- Cell area power density: 36.30 nW/µm²
- Post-synth ARST share: 0%
- Synthesized area: 83,870 µm²
- Die x size: 459.9 µm
- R2r setup slk: 48,360 ps
- Crit-path max cell delay: 460 ps
- Area leader, netlist: edfxtp_1
- Clk sinks: 2,108
- Synth Flop Type: edfxtp_1
- Placed inst area: 87,120 µm²
- Post-CTS Setup Bufs: 0
- Worst hold path class: flop to flop
- Log Warnings: 41
- Clock slew at reported path FFs: 60 ps
- Iteration count of the initial detailed-routing pass: 6
- Slew at the pin with the worst max-slew slack: 1154 ps
- Die height: 459.9 µm
- I/O Buffers: 24
- Number of global-route vias before repair: 50,276
- CP cell instances: clkdlybuf4s50_1
- Crit end category: primary output
- Max FFs per register: 2,048
- Final Setup Violations: 0
- Insertion Delay late pin: 870 ps
- EDFF count, synth: 2,052
- 1st-iter DRT viols: 3,245
- Top Metal Used: met5
- # resized after CTS: 0
- Row cnt: 167
- Hold WS: 334.3 ps
- Fmax achieved: 0.07823 GHz
- Post-DP HPWL: 132.8 mm
- WS Path Type: flop to primary output
[final cells by class]
cell class	count	area (µm²)	area share, %
Sequential cell	2108	62760	66.77
Clock inverter	127	1364	1.451
Inverter	10	37.54	0.03994
Timing Repair Buffer	183	1509	1.605
Tap cell	2788	3488	3.711
Multi-Input combinational cell	3279	19330	20.57
Clock buffer	265	5504	5.856
[layer usage]
| layer | vias up | track usage (%) |
|---|---|---|
| li1 | 21866 | - |
| met1 | 23865 | 30.53 |
| met2 | 2423 | 34.05 |
| met3 | 415 | 15.23 |
| met4 | 16 | 5.423 |
| met5 | - | 1.102 |
[cell families (layout without fill, tap and decap cells)]
kind of cell    Yosys count  after routing  share of synthesized area (%)
flops                  2108           2108                          74.81
compound gates          745            745                          5.414
fa+ha+maj                15             15                         0.2238
xor+xnor                 35             35                         0.3655
buf+inv                 389            585                          2.463
mux                     610            610                          7.371
simple gates           1874           1874                          9.354
[synthesized netlist by cell type (6+ instances only)]
library cell,number
clkbuf_1,181
buf_2,58
buf_4,68
o2111ai_1,12
o41ai_1,17
mux2i_1,603
buf_1,35
a21oi_1,297
edfxtp_1,2052
xor2_1,14
nor4_1,123
o211ai_1,6
nand3_1,108
o221ai_1,35
and3_1,10
nand2_1,898
nor3_1,45
nor2b_1,6
nand4_1,32
buf_6,37
ha_1,15
dfxtp_1,56
or4_1,19
nor2_1,602
o21ai_0,20
inv_1,10
o22ai_1,272
mux4_2,6
a31oi_1,41
xnor2_1,21
[metrics by stage]
| stage | util (%) | total power (µW) | setup WS (ps) | std cells |
|---|---|---|---|---|
| 2_1_floorplan | - | 1979 | 44380 | 5776 |
| 3_3_place_gp | 41.95 | 2045 | 43880 | 8368 |
| 3_5_place_dp | 41.95 | 2047 | 43870 | 8368 |
| 4_1_cts | 45.25 | 3436 | 42940 | 8760 |
| 5_1_grt | 45.25 | 3516 | 42950 | 8760 |
| 6_report | 45.25 | 3412 | 43020 | 8760 |
[layout by cell type, fill, tap and decap left out, types with 33 or more instances in the layout]
| cell | synthesis | routed |
|---|---|---|
| a31oi_1 | 41 | 41 |
| nor3_1 | 45 | 44 |
| o221ai_1 | 35 | 35 |
| o22ai_1 | 272 | 272 |
| buf_4 | 68 | 153 |
| nand2_1 | 898 | 881 |
| nor2_1 | 602 | 600 |
| dfxtp_1 | 56 | 52 |
| edfxtp_1 | 2052 | 2052 |
| mux2i_1 | 603 | 603 |
| nor4_1 | 123 | 123 |
| clkinv_2 | 0 | 33 |
| a21oi_1 | 297 | 297 |
| clkbuf_1 | 181 | 53 |
| clkinv_1 | 0 | 50 |
| clkbuf_16 | 0 | 212 |
| nand3_1 | 108 | 100 |
[where the power goes]
group / switching [µW] / total [µW] / internal, µW
logic: 178 / 264 / 85.9
clock network: 600 / 1400 / 799
registers: 7.92 / 1750 / 1740
total: 786 / 3410 / 2630
[worst min path at each step]
stage,endpoint,cells after the start
after global routing,empty_o,0
final,empty_o,0
after CTS,empty_o,0
No activity file was given, so power comes from the tool's default toggle rates.
