==> design.v <==
`timescale 1ns / 1ps
module priority_encoder_top #(
  parameter WIDTH = 3
)(
  input                       clk_150mhz,
  input                       srst_i,
  input        [(WIDTH-1):0]  data_i,
  input                       data_val_i,
  output logic [(WIDTH-1):0]  data_left_o,
  output logic [(WIDTH-1):0]  data_right_o,
  output logic                data_val_o
);
    logic                       srst_i_reg;
    logic        [(WIDTH-1):0]  data_i_reg;
    logic                       data_val_i_reg;
    logic [(WIDTH-1):0]  data_left_o_reg;
    logic [(WIDTH-1):0]  data_right_o_reg;
    logic                data_val_o_reg;
  always_ff @(posedge clk_150mhz)
    begin
      srst_i_reg           <= srst_i;
      data_i_reg           <= data_i;
      data_val_i_reg       <= data_val_i;
      data_left_o          <= data_left_o_reg;
      data_right_o         <= data_right_o_reg;
      data_val_o           <= data_val_o_reg;
    end
  priority_encoder#(WIDTH) priority_encoder_obj(
    .clk_i(clk_150mhz),
    .srst_i(srst_i_reg),
    .data_i(data_i_reg),
    .data_val_i(data_val_i_reg),
    .data_left_o(data_left_o_reg),
    .data_right_o(data_right_o_reg),
    .data_val_o(data_val_o_reg)
  );
endmodule
module priority_encoder #(
  parameter WIDTH = 3
)(
  input                       clk_i,
  input                       srst_i,
  input        [(WIDTH-1):0]  data_i,
  input                       data_val_i,
  output logic [(WIDTH-1):0]  data_left_o,
  output logic [(WIDTH-1):0]  data_right_o,
  output logic                data_val_o
);
  logic[$clog2(WIDTH) + 1:0] left_o_ind;
  logic[$clog2(WIDTH) + 1:0] right_o_ind;
  always_comb
    begin
      logic[$clog2(WIDTH) + 1:0] i;
      right_o_ind = WIDTH;
      for(i = WIDTH - 1; i >= 0 && i < WIDTH;i--)
        if(data_i[i] == 1)
          right_o_ind = i;
    end
  always_comb
    begin
      logic[$clog2(WIDTH) + 1:0] i;
      left_o_ind = WIDTH;
      for(i = 0; i < WIDTH;i++)
        if(data_i[i] == 1)
          left_o_ind = i;
    end
  always_ff @(posedge clk_i)
    begin
      if(srst_i)
        data_right_o <= 0;
      else
        if(data_val_i)
          begin
            data_right_o <= '0;
            if(right_o_ind != WIDTH)
              data_right_o[right_o_ind] <= 1'b1;
          end
    end
  always_ff @(posedge clk_i)
    begin
      if(srst_i)
        data_left_o <= 0;
      else
        if(data_val_i)
          begin
            data_left_o <= 0;
            if(left_o_ind != WIDTH)
              data_left_o[left_o_ind] <= 1;
          end
    end
  always_ff @(posedge clk_i)
    begin
      if(srst_i)
        data_val_o <= 0;
      else
        data_val_o <= (data_val_i == 1);
    end
endmodule
==> run.sh <==
#!/bin/bash
# OpenROAD 26Q1-2900-gdf79404cd8, Yosys 0.63+post, stock flow scripts
make -C /OpenROAD-flow-scripts/flow DESIGN_CONFIG=/design/flow/config.mk WORK_HOME=/design/flow/orfs finish
==> config.mk <==
export PLATFORM = sky130hd
export DESIGN_NAME = priority_encoder_top
export DESIGN_NICKNAME = priority_encoder_top
export VERILOG_FILES = /design/flow/design.v
export SDC_FILE = /design/flow/constraint.sdc
export NUM_CORES = 4
export LEC_CHECK = 1
export CORE_AREA = 10 10 81 81
export DIE_AREA = 0 0 91 91
==> constraint.sdc <==
current_design priority_encoder_top

set clk_period 1.3
set clk_io_pct 0.2

create_clock -name clk0 -period $clk_period [get_ports {clk_150mhz}]

set non_clock_inputs [all_inputs -no_clocks]
set_input_delay [expr $clk_period * $clk_io_pct] -clock clk0 $non_clock_inputs
set_output_delay [expr $clk_period * $clk_io_pct] -clock clk0 [all_outputs]
==> reports/metrics.yaml <==
floorplanning:
  die_w_um: 91
  floorplanUtilization: 0.105
  row_count: 25
  io-pin-count: 13
  floorplan.die_area_um2: 8280
  die-height_um: 91
  core_um2: 4820
power:
  combPwrFrac: 0.041
  cellLeakagePower_uw: 0.000357
  p_clk_frac: 0.368
  power_density_nw_per_um2: 1390
  power.switching_uw: 201
  internal_power_uw: 863
  power.share.sequential: 0.591
  vdd.ir_drop.worst_mv: 0.701
  switching_share_of_power: 0.189
place:
  portBuffers: 12
  place.gp.congestion: 0.661
  pre_cts_ws_ns: 0.276
  post_dp_cell_area_um2: 701
  post-dp-hpwl_um: 656
cts:
  cts_hold_repair.buffers: 0
  cts_buffers: 3
  cts-root-buf: "sky130_fd_sc_hd__clkbuf_8"
  tritoncts_num_sinks: 19
  cts_tree: "done"
  cts_buffer_depth: 2
  cts_setup_buffers: 0
  cts_max_level: 1
  clock.latency.late_pin_ns: 0.25
  clk_transition_reported_paths_ns: 0.06
synthesis:
  synth_area_per_cell_um2: 13.7
  top_area_frac: 0.749
  synthDominantAreaCellType: "sky130_fd_sc_hd__dfxtp_1"
  post_synthesis_cell_area_um2: 508
  synth_flops: 19
  synth_unique_cells: 9
  synth.yosys.chip_area_um2: 508
  synth-warning-count: 2
  number_of_standard_cells_reported_by_yosys: 37
  yosys-top-cells-area: "sky130_fd_sc_hd__dfxtp_1 75%, sky130_fd_sc_hd__nand2b_1 4.9%, sky130_fd_sc_hd__nand4bb_1 4.4%, sky130_fd_sc_hd__a21oi_1 3.9%, sky130_fd_sc_hd__mux2i_1 3.9%"
  synth_cells: 37
  synth_seq_share: 0.749
worst_setup_path:
  critical_path_class: "register to primary output"
  crit_buf_inv: 1
  r2r-start: "data_val_i_reg"
  regToRegSetupSlack_ns: 0.35
  critPathRequiredTime_ns: 1.04
  timing.critical_path.from_type: "register"
  crit_chain: "clkdlybuf4s50_1"
  setup.worst_path.end_class: "primary output"
  worstReg2RegEnd: "priority_encoder_obj.data_left_o[2]"
  worst_ep_arrival_time_ns: 1.01
  critical_path_peak_fanout: 1
  cp_slowest_stage_delay_ns: 0.45
  timing.reg2reg.worst_path_depth: 2
  startpoint: "data_left_o[0]"
  worst_path_max_delay_cell: "sky130_fd_sc_hd__clkdlybuf4s50_1"
  crit_family: "buffers and inverters"
  critical_path_cell_count: 1
  crit_path_end: "data_left_o[0]"
drt:
  vias: 275
  detail_route.wl_per_cell_um: 7.52
  drtAntennaViolNets: 0
  totalWireLength_um: 895
  n_antenna_cell: 0
  remaining_drc_errors: 0
  via_per_inst: 2.31
  drt_pre_antenna_iters: 2
  drt_first_iter_violations: 19
hold_path:
  min-delay-path-class: "register to register"
  min_path_cells: 0
cells_and_area:
  fin_util: 0.159
  post-route-cell-area_um2: 766
  lay_top_count: "sky130_fd_sc_hd__dfxtp_1"
  syn_to_final_growth_pct: 50.7
  layout_top_cells_excl_fill_tap: "15 x sky130_fd_sc_hd__dfxtp_1, 6 x sky130_fd_sc_hd__clkdlybuf4s50_1, 6 x sky130_fd_sc_hd__dlymetal6s2s_1"
  drive_gt1_frac: 0.135
flow_run:
  tool_warnings: 25
  drv_cap: 0
timing:
  hold_viol: 0
  setup_repair_after_global_routing_missed_its_margin: "false"
  report.final.slew_viol_count: 0
  worst_clock_skew_ns: 0.000908
  tightestPinTransition_ns: 0.351
  report.final.setup_viol: 0
  worst_slack_ns: 0.0333
  maxSlewHeadroom: 0.766
  max_clock_freq_mhz: 789
  period_minus_slack_ns: 1.27
  fin_setup_tns_ns: 0
  post-route-period-util: 0.974
grt:
  maximum_number_of_pins_on_one_net_before_global_route_repair: 12
  globalRouteOverflowTotal: 0
  grt_antenna_before_repair: 0
  grt_pass1_wl_um: 1460
  track_usage: 0.0218
  number_of_global_route_vias_before_repair: 310
run_status:
  run_status: "complete, no violations"
## logic make-up (layout without fill, tap and decap cells)
group | count (synthesis) | in the layout | synth area share
multiplexers | 2 | 2 | 0.0394
buffers and inverters | 1 | 16 | 0.0222
flip-flops | 19 | 19 | 0.749
AND/OR/NAND/NOR | 11 | 11 | 0.150
AND-OR/OR-AND | 4 | 4 | 0.0394
## cell type report
class / count / area, um^2
tap: 67 / 83.8
clock buffer: 4 / 45.0
timing repair buffer: 12 / 135
multi-input combinational: 17 / 116
sequential: 19 / 385
fill: 541 / 4050
## power by group through the flow
stage | combinational [uW] | sequential, uW | clock (uW)
global route | 49.1 | 633 | 415
finish | 44.0 | 629 | 392
CTS | 47.4 | 628 | 398
## timing repair
item,in CTS,in global routing
setup endpoints to repair,1,6
gates resized,1,9
gates cloned,0,0
## per-layer routing
layer / vias to the layer above / GRT usage / wire length [um]
met5: - / 0 / 0
met4: 0 / 0.00392 / 8
met3: 2 / 0.0216 / 132
met2: 17 / 0.0185 / 206
met1: 105 / 0.0335 / 548
li1: 151 / - / -
## per-stage QoR
stage          std cells  total power (uW)  hold WS, ns
2_1_floorplan         37               651        0.288
3_3_place_gp         115               686        0.315
3_5_place_dp         115               688        0.323
4_1_cts              119              1070        0.338
5_1_grt              119              1100        0.348
6_report             119              1060        0.337
## worst min path at each step
| stage | startpoint | endpoint | slack (ns) |
|---|---|---|---|
| after CTS | priority_encoder_obj.data_val_o | data_val_o | 0.34 |
| after global routing | priority_encoder_obj.data_val_o | data_val_o | 0.35 |
| final | priority_encoder_obj.data_val_o | data_val_o | 0.34 |
## cells in the mapped netlist
master,instances
sky130_fd_sc_hd__nor2b_1,1
sky130_fd_sc_hd__buf_6,1
sky130_fd_sc_hd__a21oi_1,4
sky130_fd_sc_hd__nand2b_1,4
sky130_fd_sc_hd__mux2i_1,2
sky130_fd_sc_hd__dfxtp_1,19
sky130_fd_sc_hd__nand4bb_1,2
sky130_fd_sc_hd__nand3b_1,2
sky130_fd_sc_hd__nor2_1,2
Power is estimated from default activity; no workload was simulated.
